**flow/config.mk**
```make
export PLATFORM = sky130hd
export DESIGN_NAME = obtcom_top
export DESIGN_NICKNAME = obtcom_top
export VERILOG_FILES = /design/flow/design.v
export SDC_FILE = /design/flow/constraint.sdc
export NUM_CORES = 4
export LEC_CHECK = 1
export CORE_AREA = 10 10 91 91
export DIE_AREA = 0 0 101 101
```
**flow/constraint.sdc**
```tcl
current_design obtcom_top

set clk_period 3.3
set clk_io_pct 0.2

create_clock -name clk0 -period $clk_period [get_ports {pb1}]
create_clock -name clk1 -period $clk_period [get_ports {pb2}]
create_clock -name clk2 -period $clk_period [get_ports {pb3}]
create_clock -name clk3 -period $clk_period [get_ports {pb4}]

set non_clock_inputs [all_inputs -no_clocks]
set_input_delay [expr $clk_period * $clk_io_pct] -clock clk0 $non_clock_inputs
set_output_delay [expr $clk_period * $clk_io_pct] -clock clk0 [all_outputs]
```
**flow/design.v**
```verilog
`timescale 1ns / 1ps
module obtcom(a,b,li,gi,ei,lo,go,eo);
input a,b,li,gi,ei;
output reg lo,go,eo;
always@(a or b or li or gi or ei) begin
lo<=li?1'b0:(~a&b);
go<=gi?1'b1:(~b&a);
if(ei) eo<=~(a^b);
end
endmodule
`timescale 1ns / 1ps
module obtcom_top(pb1,pb2,pb3,pb4,y,less,great,equal);
reg [7:0] A;
reg [7:0] B;
input [3:0] y;
input pb1,pb2,pb3,pb4;
output wire[7:0] less,great,equal;
always@(posedge pb1)
A[3:0]<=y;
always@(posedge pb2)
A[7:4]<=y[3:0];
always@(posedge pb3)
B[3:0]<=y;
always@(posedge pb4)
B[7:4]<=y[3:0];
obtcom com1(A[7],B[7],1'b0,1'b0,1'b1,less[7],great[7],equal[7]);
obtcom com2(A[6],B[6],less[7],great[7],equal[7],less[6],great[6],equal[6]);
obtcom com3(A[5],B[5],less[6],great[6],equal[6],less[5],great[5],equal[5]);
obtcom com4(A[4],B[4],less[5],great[5],equal[5],less[4],great[4],equal[4]);
obtcom com5(A[3],B[3],less[4],great[4],equal[4],less[3],great[3],equal[3]);
obtcom com6(A[2],B[2],less[3],great[3],equal[3],less[2],great[2],equal[2]);
obtcom com7(A[1],B[1],less[2],great[2],equal[2],less[1],great[1],equal[1]);
obtcom com8(A[0],B[0],less[1],great[1],equal[1],less[0],great[0],equal[0]);
endmodule
```
**flow/run.sh**
```bash
#!/bin/bash
# OpenROAD 26Q1-2900-gdf79404cd8, Yosys 0.63+post, stock flow scripts
make -C /OpenROAD-flow-scripts/flow DESIGN_CONFIG=/design/flow/config.mk WORK_HOME=/design/flow/orfs finish
```
==> flow_summary_export.csv <==
group,metric,value,unit
job,tool_warnings,34,
worst_setup_path,endpoint,"great[0]",
power,ir_drop,0.000120,V
finish,syn_to_final_growth,36.8,%
synth,ys_chip_area,983,µm²
routing,first_pass_iters,3,
sta,setup_viol,0,
routing,diodes,0,
routing,vias,581,
finish,seq_area,425,µm²
grt,grtUsageTotal,3.73,%
sta,tns,0,ns
place,place_hpwl,1710,µm
status,status,"complete, no violations",
grt,grt_first_pass_wirelength,2990,µm
place,port_buffers,28,
synth,yosys_warnings,2,
job,max-cap-violations,0,
floorplanning,initCoreUtil,15.5,%
finish,mostFrequentLayoutCells,"28 x clkdlybuf4s50_1, 19 x inv_1, 16 x dfxtp_1, 16 x ha_1, 12 x clkbuf_8",
grt,first_global_vias,677,
worst_setup_path,start_kind,"flip-flop",
clocking,clkTransAtPathRegs,0.03,ns
routing,drt-total-wl,1990,µm
synth,synth_cell_types,17,
worst_setup_path,startpoint,"B[5]",
routing,drtAntennaViolNets,0,
floorplanning,die_h,101,µm
place,gp_congestion,0.705,
synth,syn_area,983,µm²
hold_path,holdCritStartpoint,"y[3]",
grt,grt_max_degree,5,
floorplanning,die_w,101,µm
synth,yosysCellCount,97,
hold_path,hold_path.class,"input port to flip-flop",
worst_setup_path,critical_path_class,"flip-flop to primary output",
floorplanning,rows,29,
clocking,post_cts.repair.setup_buffers,0,
sta,hold_viol_final,0,
clocking,cts_resized,0,
power,p_per_area,521,nW/µm²
sta,unclocked_regs,7,
floorplanning,core-area,6350,µm²
clocking,cts_tree,"yes",
finish,fillers,653,
worst_setup_path,worst-path-max-fanout,4,
power,cellLeakagePower,0.647,nW
sta,unconstrained_endpoints,14,
sta,relSlewSlack,83.6,%
finish,final_common_cell,"clkdlybuf4s50_1",
grt,grt_overflow,0,
sta,slew_violations,0,
synth,avgSynthCellArea,10.1,µm²
sta,rsz0062_at_grt,"no",
grt,antenna_found_initial,0,
routing,wl_per_cell,10.5,µm
floorplanning,fp.dieArea,10200,µm²
clocking,cts-hold-fix-buffers,0,
finish,fin_util,21.2,%
routing,first_iter_violations,7,
worst_setup_path,worst-endpoint-required,2.64,ns
worst_setup_path,endpoint_kind,"primary output",
synth,syn_inst,97,
worst_setup_path,worstPathArrival,2.37,ns
routing,route.detailed.drc,0,
floorplanning,ios,32,
finish,drive_above_1_share,16.8,%
routing,viasPerCell,3.06,
synth,synth_flops,23,
finish,logic_area,307,µm²
sta,worst-slew-pin-transition,0.246,ns
==> state kept, by name, summed over array words and instances, names as in the netlist <==
name,flops
com3.eo,1
com2.eo,1
B,8
A,8
com5.eo,1
com4.eo,1
com7.eo,1
com6.eo,1
com8.eo,1
==> logic make-up after synthesis <==
| group | count (synthesis) | synth area share (%) |
|---|---|---|
| buffers and inverters | 43 | 25.6 |
| adders and majority gates | 16 | 20.4 |
| DFF | 16 | 32.6 |
| and+or+nand+nor | 12 | 8.40 |
| latches | 7 | 10.7 |
| AOI/OAI and AO/OA | 3 | 2.42 |
==> stage by stage <==
stage | cell area, µm² | cells | power, mW | hold WS [ns] | setup WS [ns]
final | 1350 | 190 | 0.701 | 0.996 | 0.267
after CTS | 1350 | 190 | 0.718 | 1.01 | 0.228
after global routing | 1350 | 190 | 0.741 | 1.01 | 0.143
after detailed placement | 1180 | 178 | 0.298 | 1.24 | 0.458
after global placement | 1180 | 178 | 0.297 | 1.22 | 0.477
after floorplan | 983 | 97 | 0.269 | 0.688 | 0.830
==> worst max-delay path, cell delays in order (launching register included) <==
cell and delay [ns]:
dfxtp_1 0.32, inv_1 0.04, ha_1 0.19, or4_4 0.55
or4_4 0.43, or2_1 0.21, clkdlybuf4s50_1 0.41
==> report_power, final <==
group | internal (mW) | leakage [nW] | switching (mW)
Clock | 0.311 | 0.0863 | 0.0982
Sequential | 0.215 | 0.191 | 0.00743
Combinational | 0.0481 | 0.370 | 0.0212
==> layer usage <==
layer  GRT usage [%]  vias up  part of all wire (%)
met3            1.66       13                   8.8
met4            3.22        0                   7.5
li1                -      300                     -
met5               0        -                     0
met1            3.36      242                    34
met2            6.24       26                    49
==> worst min-delay path by stage <==
stage      end  slack (ns)  depth (start not counted)
4_1_cts   A[0]        1.01                          1
5_1_grt   A[0]        1.01                          1
6_report  A[3]         1.0                          1
==> synthesized netlist by cell type, drive strengths merged <==
| library cell | n | share of area (%) |
|---|---|---|
| dlxtp | 7 | 11 |
| a21oi | 1 | 0.51 |
| nand2b | 1 | 0.64 |
| o21a | 1 | 0.76 |
| nor2 | 1 | 0.38 |
| o221a | 1 | 1.1 |
| and2 | 1 | 0.64 |
| buf | 24 | 18 |
| nor2b | 1 | 0.64 |
| ha | 16 | 20 |
| nand2 | 1 | 0.38 |
| or3 | 2 | 1.5 |
| or2 | 3 | 1.9 |
| dfxtp | 16 | 33 |
| inv | 19 | 7.3 |
| or4 | 2 | 2.3 |
==> cell type report <==
| class | instances | area share [%] |
|---|---|---|
| Multi-Input combinational cell | 31 | 22.8 |
| Tap cell | 77 | 7.16 |
| Sequential cell | 23 | 31.6 |
| Inverter | 19 | 5.30 |
| Clock buffer | 12 | 12.3 |
| Timing Repair Buffer | 28 | 20.8 |
Power and IR drop assume default switching activity.
