## flow/run.sh

```bash
#!/bin/bash
# OpenROAD 26Q1-2900-gdf79404cd8, Yosys 0.63+post, stock flow scripts
make -C /OpenROAD-flow-scripts/flow DESIGN_CONFIG=/design/flow/config.mk WORK_HOME=/design/flow/orfs finish
```

## flow/config.mk

```make
export PLATFORM = sky130hd
export DESIGN_NAME = decoder_top
export DESIGN_NICKNAME = decoder_top
export VERILOG_FILES = /design/flow/design.v
export SDC_FILE = /design/flow/constraint.sdc
export NUM_CORES = 4
export LEC_CHECK = 1
export CORE_UTILIZATION = 30
```

## flow/constraint.sdc

```tcl
current_design decoder_top

set clk_period 5.8
set clk_io_pct 0.2

create_clock -name clk0 -period $clk_period [get_ports {clk}]

set non_clock_inputs [all_inputs -no_clocks]
set_input_delay [expr $clk_period * $clk_io_pct] -clock clk0 $non_clock_inputs
set_output_delay [expr $clk_period * $clk_io_pct] -clock clk0 [all_outputs]
```

## flow/design.v

```verilog
`timescale 1ns / 1ps 
module decoder_top(clk, pb, led0, led1, led2, led3, led4, led5, led6, led7);
input clk, pb;
output led0, led1, led2, led3, led4, led5, led6, led7;
reg led0, led1, led2, led3, led4, led5, led6, led7,pb_pressed;;
wire [2:0] index_reg;
wire index_reg_valid,output_parity,done;
wire [7:0] xored_output;
initial begin
pb_pressed = 0;
end
get_data getData (clk, done, index_reg, index_reg_valid);
decode Decode (clk, index_reg, index_reg_valid, done, output_parity, xored_output);
always @ (posedge clk) begin
	 if (done == 1) begin
		  if ((pb == 1) || (pb_pressed == 1)) begin
			   	pb_pressed <= 1;
				led0 <= output_parity;
				led1 <= 0;
				led2 <= 0;
				led3 <= 0;
				led4 <= 0;
				led5 <= 0;
				led6 <= 0;
				led7 <= 0;
		  end
	   else begin
			   	led0 <= xored_output[0];
				led1 <= xored_output[1];
				led2 <= xored_output[2];
				led3 <= xored_output[3];
				led4 <= xored_output[4];
				led5 <= xored_output[5];
				led6 <= xored_output[6];
				led7 <= xored_output[7];
		end
	end
end
endmodule
`timescale 1ns / 1ps
module decode(clk,index_reg,index_reg_valid,done,output_parity,xored_output);
input clk;
input reg index_reg_valid;
input reg [2:0] index_reg;
input reg done;
output wire [7:0] xored_output;
output wire output_parity;
initial begin
xored_output=0;
end
always@(posedge clk) begin
if((done==1)&&(index_reg_valid==1)) begin
xored_output[0]<=xored_output[0]^(~index_reg[2]&~index_reg[1]&~index_reg[0]);
xored_output[1]<=xored_output[1]^(~index_reg[2]&~index_reg[1]&index_reg[0]);
xored_output[2]<=xored_output[2]^(~index_reg[2]&index_reg[1]&~index_reg[0]);
xored_output[3]<=xored_output[3]^(~index_reg[2]&index_reg[1]&index_reg[0]);
xored_output[4]<=xored_output[4]^(index_reg[2]&~index_reg[1]&~index_reg[0]);
xored_output[5]<=xored_output[5]^(index_reg[2]&~index_reg[1]&index_reg[0]);
xored_output[6]<=xored_output[6]^(index_reg[2]&index_reg[1]&~index_reg[0]);
xored_output[7]<=xored_output[7]^(index_reg[2]&index_reg[1]&index_reg[0]);
end
if(done==1) begin
output_parity<=^xored_output;
end
end
endmodule
`timescale 1ns / 1ps
module get_data(clk,done,index_reg,index_reg_valid);
reg [2:0] mem[0:7];
input clk;
output reg [2:0] index_reg;
output reg index_reg_valid;
output done;
integer i=0;
initial begin
mem[0]=3;
mem[1]=4;
mem[2]=7;
mem[3]=2;
mem[4]=3;
mem[5]=5;
mem[6]=0;
mem[7]=2;
done=0;
index_reg_valid=0;
index_reg=0;
end
always@(posedge clk) begin
if(done==0) begin
index_reg<=mem[i];
index_reg_valid<=1;
i<=i+1;
end
if(i==8) begin
done<=1;
end
end
endmodule
```

==> impl_metrics.ini <==
; yosys + openroad results
[synth]
adder_share = 0.0186
top_cells_by_count = edfxtp_1 (55), xnor2_1 (31), nand2_1 (14), xor2_1 (14), nand3_1 (13)
synth.area.top_cells = edfxtp_1 (61%), xnor2_1 (10%), xor2_1 (4.6%), nand3_1 (2.4%), and2_1 (2.1%)
top_area_cell = edfxtp_1
async_flop_share = 0
syn_avg_cell_area_sq_um = 13.6
ff_type = edfxtp_1
ys_cells = 198
synthXorXnorAreaFrac = 0.147
edf_count = 55
top_cell = edfxtp_1
netlist_instances = 198
yosysUniqueCellTypes = 30
ys_sh_mux = 0.0158
synth-compound-area-share = 0
yosys_area_sq_um = 2690
synth.logic.top_family = simple AND/OR/NAND/NOR gates
synth_area_sq_um = 2690
top_area_frac = 0.615
synth_flops = 55
ys_sh_simple = 0.192
ys_seq_share = 0.615
yosysWarnings = 15

[clocking]
path_clk_slew_ns = 0.10
cts_made_buffers = 5
cts.sinks = 55
clkLatencyLatePin_ns = 0.31
postCtsHoldBufs = 0
postCtsResizedCells = 0
ctsLongestPathBuffers = 2
post_cts_buffers = 0
h-tree-depth = 2
cts-root-buf = clkbuf_8
tritoncts = built

[final_timing]
relSlewSlack = 0.634
fin_skew_ns = 0.00861
finalWorstSetupSlack_ns = 3.53
drv_slew = 0
min_period_ns = 2.27
period_used_share = 0.391
tns_ns = 0
setup_viol = 0
worstMarginPinSlew_ns = 0.545
hold_viol = 0
max_freq_mhz = 441
rsz0062_at_grt = false

[setup_path]
critPathCaptureType = output port
arrival_ns = 1.11
critPathBufInv = 1
critical_path.cell_chain = clkdlybuf4s50_1
crit_slowest_cell = clkdlybuf4s50_1
timing.rr.end = getData.i[20]$_DFFE_PN_
endpoint = led1
cp-startpoint = led1$_SDFFCE_PN0P_
critPathLaunchType = flop
path_depth = 1
path_max_fanout = 1
cpPeakStageDelay_ns = 0.47
rr_worst_depth = 5
r2r-start = getData.i[0]$_DFFE_PN_
cp_top_family = buffers and inverters
critPathRequiredTime_ns = 4.64
critPathKind = reg -> out
regToRegSetupSlack_ns = 3.75

[routing]
drtIter0Drc = 54
avgRoutedWirePerCell_microns = 12.1
viasPerCell = 4.55
ant_nets = 0
drc = 0
diodes = 0
firstDrtPassIters = 4
dr_total_vias = 1470
routed_wl_microns = 3890

[pwr]
power_frac_seq = 0.667
p_sw_frac = 0.198
comb_power_share = 0.009
pwr-share-clk = 0.324
ir_drop_mv = 0.100
power_density_nw_per_um2 = 217
power_leakage_nw = 0.997
internal-power_mw = 0.521
switchingPower_mw = 0.129

[worst_hold_path]
hold_path.class = reg -> reg

[job]
warning_count = 28
maxCapViolations = 0

[floorplanning]
fp-utilization = 0.310
std_cell_rows = 34
core_sq_um = 8680
dieArea_sq_um = 9340
die_h_microns = 96.6
io_pins = 10
die_width_microns = 96.6

[global_routing]
grt_pass1_vias = 1430
grt_pass1_wl_microns = 7150
antenna_found_initial = 0
overflow = 0
grt_max_degree = 37
grt_util_all_layers = 0.0938

[layout]
largest_register_ffs = 32
n_fill_cell = 853
final_area_sq_um = 3000
syn_to_final_growth_pct = 11.6
drive_gt1_frac = 0.0884

[place]
placed_area_sq_um = 2910
portBuffers = 9
hpwl_microns = 2570
place_congestion = 0.839
dp_worst_setup_slack_ns = 3.22

[run_status]
status = finished, final reports clean
[routing by layer]
layer  up-vias  part of all wire  track usage
li1        750                 -            -
met1       694              0.52        0.165
met2        20              0.43        0.131
met3         6             0.028       0.0169
met4         0             0.019       0.0126
met5         -                 0            0
[cells by family after synthesis]
kind of cell,after synthesis
xor+xnor,45
fa+ha+maj,4
simple gates,83
other cells,1
flops,55
buf+inv,6
mux,4
[through the flow]
step | util | total power, mW | hold slack [ns] | cells
3_3_place_gp | 0.335 | 0.449 | 0.534 | 315
3_5_place_dp | 0.335 | 0.449 | 0.535 | 315
4_1_cts | 0.346 | 0.660 | 0.563 | 323
5_1_grt | 0.346 | 0.675 | 0.586 | 323
2_1_floorplan | - | 0.446 | 0.525 | 200
6_report | 0.346 | 0.650 | 0.560 | 323
[cell type report]
class                   count  area [sq um]  share of cell area
clock buffers               5          68.8              0.0229
well taps                 108           135              0.0451
repair buffers             10          97.6              0.0325
flip-flops and latches     55          1650               0.551
inverters                   3          11.3             0.00375
clock inverters             3          20.0             0.00668
multi-input cells         139          1010               0.338
[power groups by stage]
stage	sequential (mW)	clock [mW]	combinational, mW
4_1_cts	0.434	0.220	0.00600
5_1_grt	0.434	0.234	0.00653
6_report	0.434	0.210	0.00590
[placed cells by master, fill, tap and decap left out, types with 2 or more instances in the layout]
cell type / synthesis / final
mux2_2: 2 / 2
mux2i_1: 2 / 2
conb_1: 1 / 3
nor4_1: 6 / 6
and2_1: 9 / 9
nor3b_1: 3 / 3
nor3_1: 4 / 4
clkdlybuf4s50_1: 0 / 9
clkinvlp_4: 0 / 2
nand3_1: 13 / 13
ha_1: 4 / 4
inv_1: 3 / 3
nand2_1: 14 / 14
edfxtp_1: 55 / 55
nand3b_1: 2 / 2
nor2_1: 10 / 10
nand4_2: 2 / 2
and3_1: 4 / 4
xor2_1: 14 / 14
xnor2_1: 31 / 31
nand4_1: 8 / 8
clkbuf_8: 0 / 5
[worst min path at each step]
stage / startpoint / end / slack [ns] / cells after the start
CTS: Decode.output_parity$_DFFE_PP_ / led0$_DFFE_PP_ / 0.56 / 1
global route: Decode.output_parity$_DFFE_PP_ / led0$_DFFE_PP_ / 0.59 / 1
finish: Decode.output_parity$_DFFE_PP_ / led0$_DFFE_PP_ / 0.56 / 1
No activity file was given, so power comes from the tool's default toggle rates.
